## config.mk

```make
export PLATFORM = sky130hd
export DESIGN_NAME = geofence
export DESIGN_NICKNAME = geofence
export VERILOG_FILES = /design/flow/design.v
export SDC_FILE = /design/flow/constraint.sdc
export NUM_CORES = 4
export LEC_CHECK = 1
export CORE_UTILIZATION = 50
```

## constraint.sdc

```tcl
current_design geofence

set clk_period 31.7
set clk_io_pct 0.2

create_clock -name clk0 -period $clk_period [get_ports {clk}]

set non_clock_inputs [all_inputs -no_clocks]
set_input_delay [expr $clk_period * $clk_io_pct] -clock clk0 $non_clock_inputs
set_output_delay [expr $clk_period * $clk_io_pct] -clock clk0 [all_outputs]
```

## design.v

```verilog
module geofence (clk, reset, X, Y, valid, is_inside);
    input clk;
    input reset;
    input [9:0] X;
    input [9:0] Y;
    output valid;
    output is_inside;
    reg [9:0] targetX, targetY;
    integer i;
    reg [2:0] countGeofence;
    reg [9:0] geofenceX [5:0];
    reg [9:0] geofenceY [5:0];
    reg [1:0] readStatus;
    reg [2:0] calStatus;
    reg [2:0] countElement, countResult;
    reg signed [11:0] xA, yA, xB, yB;
    wire [9:0] sxA, syA, sxB, syB, subxA, subyA, subxB, subyB;
    wire [20:0] outPot;
    wire judge;
    wire [1:0] calResult;
    reg _valid, _inside, bitJudge;
    assign valid = _valid;
    assign is_inside = _inside;
    assign judge = outPot[20];
    assign sxA = (calStatus < 5) ? geofenceX[countElement + 1] : ((calStatus == 5) ? geofenceX[5] : geofenceX[countElement]);
    assign syA = (calStatus < 5) ? geofenceY[countElement + 1] : ((calStatus == 5) ? geofenceY[5] : geofenceY[countElement]);
    assign sxB = (calStatus < 5) ? geofenceX[countElement + 2] : ((calStatus == 5) ? geofenceX[0] : geofenceX[countElement + 1]);
    assign syB = (calStatus < 5) ? geofenceY[countElement + 2] : ((calStatus == 5) ? geofenceY[0] : geofenceY[countElement + 1]);
    assign subxA = (calStatus < 5) ? geofenceX[0] : targetX;
    assign subyA = (calStatus < 5) ? geofenceY[0] : targetY;
    assign subxB = (calStatus < 5) ? geofenceX[0] : ((calStatus == 5) ? geofenceX[5] : geofenceX[countElement]);
    assign subyB = (calStatus < 5) ? geofenceY[0] : ((calStatus == 5) ? geofenceY[5] : geofenceY[countElement]);
    assign outPot = (sxA - subxA) * (syB - subyB) - (sxB - subxB) * (syA - subyA);
    always @(posedge clk or posedge reset) begin
        if (reset) begin
            _valid <= 0;
            _inside <= 0;
            readStatus <= 0;
            calStatus <= 0;
            countGeofence <= 0;
        end else begin
            case(readStatus)
                2'd0: begin
                    _valid <= 0;
                    readStatus <= 1;
                    targetX <= X;
                    targetY <= Y;
                    calStatus <= 0;
                    countGeofence <= 0;
                end
                2'd1: begin
                    for (i = 0; i < 5; i = i + 1) begin
                        geofenceX[i] <= geofenceX[i + 1];
                        geofenceY[i] <= geofenceY[i + 1];
                    end
                    geofenceX[5] <= X;
                    geofenceY[5] <= Y;
                    countGeofence <= countGeofence + 1;
                    if (countGeofence == 5) readStatus <= 2;
                end
                2'd2: begin
                end
                default: begin
                    _valid <= 1'b0;
                    readStatus <= 2'd0;
                end
            endcase
            case(calStatus)
                3'd0: begin
                    if (readStatus == 2) begin
                        calStatus <= 1;
                        countElement <= 0;
                    end
                end
                3'd1: begin
                    if (judge) begin  
                        calStatus <= calStatus + 1;
                        countElement <= countElement + 1;
                    end else begin
                        calStatus <= 3'd7;
                    end
                end
                3'd2: begin
                    if (judge) begin  
                        calStatus <= calStatus + 1;
                        countElement <= countElement + 1;
                    end else begin
                        calStatus <= 3'd7;
                    end
                end
                3'd3: begin
                    if (judge) begin  
                        calStatus <= calStatus + 1;
                        countElement <= countElement + 1;
                    end else begin
                        calStatus <= 3'd7;
                    end
                end
                3'd4: begin
                    if (judge) begin  
                        calStatus <= calStatus + 1;
                    end else begin
                        calStatus <= 3'd7;
                    end
                end
                3'd5: begin
                    countElement <= 0;
                    calStatus <= 6;
                    countResult <= 0;
                    bitJudge <= outPot[20];
                end
                3'd6: begin
                    if (countElement == 5) begin
                        _valid <= 1;
                        _inside <= (countResult == 5) ? 1 : 0;
                        calStatus <= 0;
                        readStatus <= 3;
                    end else begin
                        countElement <= countElement + 1;
                        countResult <= (judge == bitJudge) ? countResult + 1 : countResult;
                    end
                end
                default: begin
                    geofenceX[countElement + 1] <= geofenceX[countElement + 2];
                    geofenceX[countElement + 2] <= geofenceX[countElement + 1];
                    geofenceY[countElement + 1] <= geofenceY[countElement + 2];
                    geofenceY[countElement + 2] <= geofenceY[countElement + 1];
                    calStatus <= 1;
                    countElement <= 3'd0;
                end
            endcase
        end
    end
endmodule
```

## run.sh

```bash
#!/bin/bash
# OpenROAD 26Q1-2900-gdf79404cd8, Yosys 0.63+post, stock flow scripts
make -C /OpenROAD-flow-scripts/flow DESIGN_CONFIG=/design/flow/config.mk WORK_HOME=/design/flow/orfs finish
```

==> ci_impl_report.md <==
## Synthesis and layout report

| Metric | Value |
|---|---|
| WP data required | `31.80 ns` |
| CTS buffer count | `17` |
| Setup TNS | `0 ns` |
| Die Y | `218.4 um` |
| Cells after Synth | `2639` |
| Iter 0 DRT Violations | `1646` |
| Largest net degree at the start of global routing | `66` |
| # DRC | `0` |
| Final setup vio count | `0` |
| Placed insts | `3161` |
| PortBufs | `23` |
| Non-filler cells, final | `3193` |
| First-pass GRT wire length | `118700 um` |
| Worst Path Max Fanout | `36` |
| Die width | `218.4 um` |
| Worst setup EP type | `flip-flop` |
| Total setup buffers inserted after CTS | `0` |
| Run status | `complete, no violations` |
| Diode count | `0` |
| Main flop type | `edfxtp_1` |
| Worst slew pin tran | `0.8863 ns` |
| Syn avg cell area | `8.871 um2` |
| Fmax | `0.07829 GHz` |
| Total GRT Usage | `35.20%` |
| Gpl congestion | `0.9718` |
| Vias | `19870` |
| Drt pass-1 iters | `6` |
| Ys flops | `159` |
| Final Critical Period | `12.77 ns` |
| Most numerous logic cells after layout | `nand2_1, inv_1, fa_1, nor2_1, edfxtp_1` |
| H-tree Lvls | `4` |
| Initial Util | `51.15%` |
| Top cells, area | `fa_1, edfxtp_1, ha_1, inv_1, nand2_1` |
| Yosys cell count | `2639` |
| Cts hold-fix bufs | `0` |
| Crit-path slowest cell | `or4_1` |
| Highest cell delay on the worst timing path | `0.69 ns` |
| Post-route antenna net violation count | `0` |
| Global route total overflow | `0` |
| Top-area cell share | `21.98%` |
| Critical Path AT | `12.87 ns` |
| Vias per inst | `6.224` |
| Tool warnings | `40` |
| Clock Path Buffers | `2` |
| Dpl hpwl | `53790 um` |
| Most used cell, CP | `fa_1` |
| Clk ins delay skew pair | `0.46 ns` |
| Layout cells sized above 1 | `8.639%` |
| RSZ-0062 raised after global routing | `no` |
| Tightest Hold Check Type | `flip-flop to flip-flop` |
| Drt total wl | `76740 um` |
| Distinct cells, synth | `62` |
| Number of antenna violations at the first check in global routing | `0` |
| Vias in the first global route | `20350` |
| Period utilization | `40.30%` |
| Syn. warnings | `3` |
| Reg clk slew, reported paths | `0.07 ns` |
| Synth Cell Area | `23410 um2` |
| Chip area | `47690 um2` |
| Root buf cell | `clkbuf_16` |
| Post-synth EDFFs | `147` |
| Final hold violation count | `0` |
| Core Area | `45770 um2` |
| Yosys stat area | `23410 um2` |
| Asr flop ratio synth | `7.547%` |
| Worst Skew | `0.008803 ns` |
| CTS sink cnt | `159` |
| Max Slew Vio Count | `0` |
| Rel. slew slack | `40.29%` |
| Max Cap Viol | `0` |
| Register share after synthesis | `20.14%` |
| CTS tree | `built` |
| Rows | `78` |
| # resized after CTS | `0` |
| Area leader, netlist | `fa_1` |
| Layout area overhead | `6.446%` |
| Critical Setup Path Class | `flip-flop to flip-flop` |
| WL/cell | `24.03 um` |
| CP Launch Type | `flip-flop` |
| I/O pin count | `24` |
worst paths after layout:
kind                                  from               to  slack (ns)  depth (start not counted)
setup reg to reg           countElement[0]  countElement[2]       18.93                         45
setup / recovery           countElement[0]  countElement[2]       18.93                         45
hold reg to reg              readStatus[3]    readStatus[0]        0.46                          1
max in group asynchronous            reset    readStatus[2]       24.08                          3
min in group asynchronous            reset     calStatus[1]        7.11                          3
hold / removal               readStatus[3]    readStatus[0]        0.46                          1
layer usage:
metal	vias up	GRT usage, %	routed length (um)
met3	267	12.44	8757
met1	9529	49.36	29510
met5	-	0.5208	0
met4	0	12.17	3817
li1	9010	-	-
met2	1067	52.80	34650
final cells by class:
type	instances	area (um2)
Sequential cell	159	4720
Clock buffer	20	478.0
Tap cell	600	750.7
Clock inverter	12	95.09
Timing Repair Buffer	92	748.2
Multi-Input combinational cell	1992	16930
Fill cell	4028	20850
Inverter	318	1199
worst max-delay path: cells and delay by family, from the launching register on:
family	cells	cell delay, ns
buf+inv	6	0.93
compound gates	14	2.61
simple gates	10	2.86
xor+xnor	5	1.24
flops	1	0.46
fa+ha+maj	10	4.26
cell families after synthesis:
kind of cell | share of synthesized area (%)
AND/OR/NAND/NOR | 12.92
flip-flops | 20.14
adder cells (fa/ha/maj) | 28.98
AND-OR/OR-AND | 18.85
multiplexers | 8.610
XOR/XNOR | 2.651
buffers and inverters | 7.846
Yosys cell counts (3+ instances only):
library cell	n
nor2_1	194
a221oi_1	84
nor4_1	4
and3_1	3
o21ai_0	105
buf_1	13
or2_2	5
nand3_1	13
nand4b_1	3
nor3_1	7
nand2b_1	31
mux2_2	80
a22oi_1	83
ha_1	131
dfrtp_1	11
o21ai_1	18
xnor2_1	44
o2111ai_1	18
and2_1	59
or3_1	4
o21ai_2	8
nor2b_1	27
xor2_1	25
a211oi_1	17
a21oi_1	136
clkbuf_1	153
edfxtp_1	147
o21bai_1	18
a21oi_2	6
a21boi_0	3
buf_2	4
nand2_1	318
nand4_1	20
o31ai_1	7
a31oi_1	18
o22ai_1	37
o211ai_1	19
inv_1	318
a21o_1	36
mux2i_1	110
fa_1	257
o21a_1	4
a22o_1	18
flip-flops by register name, indices dropped and copies added (netlist names), 4 cells and up:
register and count:
geofenceX 60, targetX 10, readStatus 4, geofenceY 60, targetY 10
stage by stage:
| step | util, % | area (um2) | hold slack (ns) | setup slack [ns] |
|---|---|---|---|---|
| CTS | 54.44 | 24920 | 0.4639 | 18.99 |
| global placement | 53.19 | 24350 | 0.4334 | 19.12 |
| detailed placement | 53.19 | 24350 | 0.4540 | 19.03 |
| finish | 54.44 | 24920 | 0.4592 | 18.93 |
| global route | 54.44 | 24920 | 0.4889 | 18.26 |
| floorplan | - | 23410 | 0.4257 | 20.93 |
