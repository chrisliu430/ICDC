<file path="/design/flow/config.mk">
export PLATFORM = sky130hd
export DESIGN_NAME = SET
export DESIGN_NICKNAME = SET
export VERILOG_FILES = /design/flow/design.v
export SDC_FILE = /design/flow/constraint.sdc
export NUM_CORES = 4
export LEC_CHECK = 1
export CORE_UTILIZATION = 40
</file>
<file path="/design/flow/constraint.sdc">
current_design SET

set clk_period 7.9
set clk_io_pct 0.2

create_clock -name clk0 -period $clk_period [get_ports {clk}]

set non_clock_inputs [all_inputs -no_clocks]
set_input_delay [expr $clk_period * $clk_io_pct] -clock clk0 $non_clock_inputs
set_output_delay [expr $clk_period * $clk_io_pct] -clock clk0 [all_outputs]
</file>
<file path="/design/flow/design.v">
module SET ( clk , rst, en, central, radius, mode, busy, valid, candidate );
    input clk, rst;
    input en;
    input [23:0] central;
    input [11:0] radius;
    input [1:0] mode;
    output busy;
    output valid;
    output [7:0] candidate;
    reg _busy, _valid;
    reg [7:0] _candidate;
    reg [3:0] xA, yA, xB, yB, xC, yC;
    reg [3:0] rA, rB, rC;
    reg [1:0] modeCom;
    reg [3:0] x, y;
    reg controlA, controlB, controlC;
    reg signed [8:0] temp_xA, temp_yA, temp_xB, temp_yB, temp_xC, temp_yC;
    assign busy = _busy;
    assign valid = _valid;
    assign candidate = _candidate;
    integer i, j;
    always @(posedge clk or posedge rst) begin
        if (rst) begin
            _busy = 1'b0;
            _valid = 1'b0;
        end else begin
            if (en && !_busy) begin
                xA = central[23:20];
                yA = central[19:16];
                xB = central[15:12];
                yB = central[11:8];
                xC = central[7:4];
                yC = central[3:0];
                rA = radius[11:8];
                rB = radius[7:4];
                rC = radius[3:0];
                modeCom = mode;
                _busy = 1'b1;
                _valid = 1'b0;
                _candidate = 8'd0;
                x = 4'd1;
                y = 4'd1;
            end else begin
                temp_xA = xA - x;
                temp_yA = yA - y;
                temp_xB = xB - x;
                temp_yB = yB - y;
                temp_xC = xC - x;
                temp_yC = yC - y;
                controlA = temp_xA * temp_xA + temp_yA * temp_yA <= rA * rA ? 1 : 0;
                controlB = temp_xB * temp_xB + temp_yB * temp_yB <= rB * rB ? 1 : 0;
                controlC = temp_xC * temp_xC + temp_yC * temp_yC <= rC * rC ? 1 : 0;
                case(modeCom)
                    2'd0: begin
                        _candidate = (controlA) ? _candidate + 1 : _candidate;
                    end
                    2'd1: begin
                        _candidate = (controlA && controlB) ? _candidate + 1 : _candidate;
                    end
                    2'd2: begin
                        _candidate = ((controlA || controlB) && !(controlA && controlB)) ? _candidate + 1 : _candidate;
                    end
                    default: begin
                        if (controlA) begin
                            _candidate = (controlB || controlC) && !(controlB && controlC) ? _candidate + 1 : _candidate;
                        end else if (controlB) begin
                            _candidate = (controlA || controlC) && !(controlA && controlC) ? _candidate + 1 : _candidate;
                        end else begin
                            _candidate = (controlA || controlB) && !(controlA && controlB) ? _candidate + 1 : _candidate;
                        end
                    end
                endcase
                if (x == 4'd8) begin
                    y = y + 1;
                    x = 4'd1;
                end else begin
                    x = x + 1;
                end
                _busy = (y == 4'd9) ? 1'b0 : 1'b1;
                _valid = (y == 4'd9) ? 1'b1 : 1'b0;
            end
        end
    end
endmodule
</file>
<file path="/design/flow/run.sh">
#!/bin/bash
# OpenROAD 26Q1-2900-gdf79404cd8, Yosys 0.63+post, stock flow scripts
make -C /OpenROAD-flow-scripts/flow DESIGN_CONFIG=/design/flow/config.mk WORK_HOME=/design/flow/orfs finish
</file>
==> git commit body <==
Log flow metrics for this revision

- The flow measured a signed area growth from synthesis to layout of 18.09%.
- Area share of xor/xnor cells in the synthesized design: 8.259%
- The finished cells cover about 10000 µm².
* Endpoint class of the critical path: register
- The commonest register cell is sky130_fd_sc_hd__edfxtp_1.
* Final Wtd Congestion: slightly below 0.9
- R2R Setup Slk: between 300 and 400 ps
* Simple-gate area share of the yosys netlist: a little over a tenth
* Standard cell with the maximum stage delay on the critical path: sky130_fd_sc_hd__fa_1
- Per the detail_route report, vias per standard cell equal between 4 and 5.
- Yosys mapped a number of flops with a built-in enable equal to approximately 54.
* Proportion of synthesized flip-flops having asynchronous set or reset: under 10%
- The transition time recorded at the tightest slew-check pin is approximately 560 ps.
* Syn Area/Cell: 10.01 µm²
- Total vias in the final route: approximately 5900
- Number of buffers created by CTS: 5
- Pre-CTS setup slack: -74.86 ps
* Via count of the first global-routing pass: roughly 6000
- The floorplan report gives the top-level pin count as just over 50.
- The data arrival time reported for the critical path is 7550 ps.
- WL/cell: between 10 and 15 µm
- According to the floorplan report, the placeable core area is 20960 µm².
- Tool warning count: 34
* Fill cell instance count of the final layout: between 1500 and 2000
- Pre-placement core utilization: 40.70%
- After synthesis the cells add up to 8529 µm².
- The post-placement cell area is between 9000 and 10000 µm².
* Destination of the worst register-to-register timing path: _candidate[1]$_SDFFCE_PP0P_
* Chip Height: 148.0 µm
- The tree built by TritonCTS fans out to between 50 and 60 sinks.
- Number of cells in Yosys stat: 852
- Drt first-iter violations: between 100 and 150
- According to the report, the first pass of detailed routing completed in 4 iterations.
- Synthesis produced a netlist whose cell count is approximately 850.
* Minimum period implied by the final worst setup slack: ~7500 ps
- Area fraction in full adders, half adders and majority gates: between 40% and 50%
- Residual overflow from global routing: 0
- For reference, compound AND-OR and OR-AND cells occupy a little over a tenth of the area reported after synthesis.
- Critical Path RT: ~8000 ps
* Clock input transition at the sequential cells of the worst setup and hold paths: 80 ps
- No sink is reached through more buffers than the 2 on the longest clock path.
* Critical Path Max Stage Delay: roughly 540 ps
* Part of the Yosys area used for sequential elements: 19.60%
- TritonCTS built the clock tree.
- The report lists the number of standard-cell rows as between 50 and 60.
- Hold is met by about 670 ps.
- Number of buffers inserted by port buffering: 50
- Yosys warns: 1
* Startpoint of the worst-slack reg-to-reg timing path: y[0]$_SDFFCE_PP1N_
- Entering global routing, the biggest net connects 37 pins.
* Dominant cell type by count on the critical path: sky130_fd_sc_hd__fa_1
- Library cells used by synthesis: between 50 and 60
- Prevailing logic family in the synthesized netlist: adder cells
- The final antenna diode tally reported by the flow is 0.
- In the final run the clock tree shows a worst skew of around 7 ps.
- Crit-path max FO: 6
- Hold depth: 2
- Across the run, the number of max-cap violations was 0.
- Summed over all layers, the routed wires come to ~16 mm.
- Of the post-synthesis cell area, the part taken by muxes is less than 1%.
* H-tree lvl count: 2
- For this run, design rule violations remaining after detail routing come to 0.
* Highest Clock Rate: 133.2 MHz
- Area of the die: 21910 µm²
* Pins Over Slew Limit: 0
* Setup crit start kind: register
- Clock Root Buffer: sky130_fd_sc_hd__clkbuf_16
- For reference, the final report shows the hold violation count at 0.
- Number of nets with antenna violations after routing: 0
- Total GRT Usage: between 15 and 20%
- OpenROAD reports that the post-layout worst path occupies between 90 and 100% of the period.
- Worst slew margin relative to its limit: between 60% and 70%
- Status: completed
- The first global-routing pass estimated about 28 mm of wire.
- Worst hold start: x[2]$_SDFFCE_PP0N_
* Detailed placement HPWL: 13.95 mm
* Die extent in x: about 150 µm
- The synthesis stat section lists a flop and latch total of ~56.
- The setup path with the least slack is of type reg -> reg.
- Clk Latency, worst-skew pair: just over 300 ps
* Worst setup margin: 394.9 ps
- Summed standard-cell area reported by yosys: ~8500 µm²
* Share of post-route cells with drive strength above 1: roughly 12%
* Class of the tightest hold or removal check: reg -> reg
- The final timing report counts setup violations totalling 0.
- The worst hold path terminates at x[2]$_SDFFCE_PP0N_.
* Cell count of the worst reg-to-reg path: 29
- Initial antenna violation count: 0
- Setup repair after global routing could not meet its margin everywhere.
## through the flow
step	TNS (ps)	util, %	std cells
floorplan	0	-	852
global placement	0	45.90	1207
detailed placement	-210.1	45.90	1207
CTS	0	46.73	1215
global route	-29.32	48.07	1225
finish	0	48.07	1225
## how the worst max path moves through the flow
stage                         startpoint                           to  slack, ps  cells past startpoint
after CTS             y[0]$_SDFFCE_PP1N_  _candidate[1]$_SDFFCE_PP0P_          8                     32
after global routing     xA[0]$_DFFE_PP_  _candidate[1]$_SDFFCE_PP0P_        -30                     31
final                 y[0]$_SDFFCE_PP1N_  _candidate[1]$_SDFFCE_PP0P_        390                     29
## synthesized netlist by cell type, drive strengths merged, types with 2 or more instances
cell	count	area (µm²)
nand3	6	30.03
clkbuf	3	11.26
mux2i	4	40.04
and2	17	106.4
dfrtp	2	50.05
a311o	3	30.03
nor3	6	41.29
xnor2	44	385.4
nor2	53	198.9
o21bai	7	52.55
nand4b	2	17.52
and3	7	43.79
nand2	46	172.7
xnor3	6	135.1
o21ai	17	85.08
nor2b	17	106.4
a21oi	32	160.2
nand4	4	25.02
xor2	21	183.9
a21o	27	202.7
o41ai	4	35.03
ha	127	1589
a311oi	2	17.52
a31o	3	26.28
fa	100	2002
o221ai	2	17.52
a31oi	7	58.81
a211o	3	26.28
or2	4	25.02
a211oi	9	77.57
a221oi	2	17.52
edfxtp	54	1622
o22ai	2	12.51
nand3b	2	15.01
inv	176	660.6
or3	5	31.28
nor4	3	33.78
nand2b	10	62.56
mux2	2	22.52
## flip-flops by register name, summed over array words and instances, names as in the netlist, 2 cells and up
signal,flops
rA,4
xB,4
yC,4
yB,4
rC,4
y,4
rB,4
modeCom,2
x,4
_candidate,8
xC,4
xA,4
yA,4
## cells in the final DEF (no fill, tap or decap), drive strengths merged, types with 17 or more instances in the layout
master and n:
nor2b 17, a21o 27, ha 127, and2 17, nand2 46, a21oi 32, inv 177, o21ai 17
xor2 21, xnor2 44, nor2 53, fa 100, buf 43, clkdlybuf4s50 50, edfxtp 54
## what timing repair did
item	4_1_cts	5_1_grt
hold buffers	0	0
endpoints found under the setup margin	5	16
pin swaps	2	30
buffers inserted	0	10
gates resized	3	46
## layer usage
layer  wire (µm)  GRT usage (%)  vias to the layer above
li1            -              -                     3020
met1        8032          27.73                     2773
met2        7508          26.36                       74
met3         687          3.370                        5
met4         114         0.9794                        0
met5           0              0                        -
## kinds of logic after synthesis
logic type	Yosys count
flops	56
mux	6
buf+inv	179
simple gates	185
compound gates	128
xor+xnor	71
fa+ha+maj	227
## area by class of cell
class | count | area, µm² | share of cell area (%)
sequential | 56 | 1672 | 16.60
tap | 275 | 344.1 | 3.416
clock buffer | 5 | 125.1 | 1.242
timing repair buffer | 93 | 823.3 | 8.174
clock inverter | 3 | 28.78 | 0.2857
inverter | 176 | 670.6 | 6.658
multi-input combinational | 617 | 6409 | 63.63
## critical path, delay by kind of cell (launching register included)
family	cells	cell delay [ps]
AOI/OAI and AO/OA	7	1420
xor gates and xnor gates	1	140
adders and majority gates	10	3770
buffers and inverters	8	830
DFF	1	400
muxes	1	230
and+or+nand+nor	2	440
